--- flow/design.v ---
module LedScan (
	input clk12MHz, 
	input [7:0] leds1,		
	input [7:0] leds2,
	input [7:0] leds3,
	input [7:0] leds4,
	output reg [7:0] leds, 
	output reg [3:0] lcol
	);
    reg [11:0] timer = 12'b0;
    always @ (posedge clk12MHz) begin
		case (timer[11:9])
			3'b000: begin
    			leds[7:0] <= ~leds1[7:0];
				lcol[3:0] <= 4'b1110;
			end	    
			3'b010: begin
    			leds[7:0] <= ~leds2[7:0];
				lcol[3:0] <= 4'b1101;
			end	    
			3'b100: begin
    			leds[7:0] <= ~leds3[7:0];
				lcol[3:0] <= 4'b1011;
			end	    
			3'b110: begin
    			leds[7:0] <= ~leds4[7:0];
				lcol[3:0] <= 4'b0111;
			end	    
			3'bxx1: begin
				leds[7:0] <= 8'hff;
				lcol[3:0] <= 4'hf;
			end
    	endcase
    end
    always @ (posedge clk12MHz) begin
        timer <= timer + 1;
    end
endmodule
module spi_ram_controller #(parameter DATA_WIDTH_BYTES=4, parameter ADDR_BITS=16) (
    input clk,
    input rstn,
    input  spi_miso,
    output spi_select,
    output spi_clk_out,
    output spi_mosi,
    input [ADDR_BITS-1:0]           addr_in,
    input [DATA_WIDTH_BYTES*8-1:0]  data_in,
    input                           start_read,
    input                           start_write,
    output [DATA_WIDTH_BYTES*8-1:0] data_out,
    output                          busy
);
    localparam DATA_WIDTH_BITS = DATA_WIDTH_BYTES * 8;
    localparam FSM_IDLE = 0;
    localparam FSM_CMD  = 1;
    localparam FSM_ADDR = 2;
    localparam FSM_DATA = 3;
    reg [1:0] fsm_state;
    reg writing;
    reg spi_miso_buf;
    reg [ADDR_BITS-1:0]       addr;
    reg [DATA_WIDTH_BITS-1:0] data;
    reg [$clog2((DATA_WIDTH_BITS > ADDR_BITS) ? DATA_WIDTH_BITS : ADDR_BITS)-1:0] bits_remaining;
    assign data_out = data;
    assign busy = fsm_state != FSM_IDLE;
    always @(posedge clk) begin
        if (!rstn) begin
            fsm_state <= FSM_IDLE;
            bits_remaining <= 0;
        end else begin
            if (fsm_state == FSM_IDLE) begin
                if (start_read || start_write) begin
                    fsm_state <= FSM_CMD;
                    bits_remaining <= 8-1;
                end
            end else begin
                if (bits_remaining == 0) begin
                    fsm_state <= fsm_state + 1;
                    if (fsm_state == FSM_CMD)       bits_remaining <= ADDR_BITS-1;
                    else if (fsm_state == FSM_ADDR) bits_remaining <= DATA_WIDTH_BITS-1;
                end else begin
                    bits_remaining <= bits_remaining - 1;
                end
            end
        end
    end
    always @(posedge clk) begin
        if (fsm_state == FSM_IDLE && (start_read || start_write)) begin
            addr <= addr_in;
            writing <= start_write;
        end else if (fsm_state == FSM_ADDR) begin
            addr <= {addr[ADDR_BITS-2:0], 1'b0};
        end
    end
    always @(negedge clk) begin
        spi_miso_buf <= spi_miso;
    end
    always @(posedge clk) begin
        if (fsm_state == FSM_IDLE && start_write) begin
            data <= data_in;
        end else if (fsm_state == FSM_DATA) begin
            data <= {data[DATA_WIDTH_BITS-2:0], spi_miso_buf};
        end
    end
    assign spi_select = fsm_state == FSM_IDLE;
    assign spi_clk_out = !clk;
    assign spi_mosi = fsm_state == FSM_IDLE ? 1'b0 :
                      fsm_state == FSM_CMD  ? (bits_remaining == 1 || (bits_remaining == 0 && !writing)) :
                      fsm_state == FSM_ADDR ? addr[ADDR_BITS-1] :
                                              data[DATA_WIDTH_BITS-1];
endmodule
module spi_demo_top (
    input clk12MHz,
    input rstn,
    input spi_miso,
    output spi_select,
    output spi_clk_out,
    output spi_mosi,
    input button1,    
    input button2,    
    input button3,    
    output led1,
    output led2,
    output led3,
    output led4,
    output led5,
    output led6,
    output led7,
    output led8,
    output lcol1,
    output lcol2,
    output lcol3,
    output lcol4);
    reg [23:0] counter;
    reg [15:0] spi_addr;
    wire [31:0] spi_data_out;
    wire [31:0] spi_data_in = {spi_addr, counter[23:8]};
    reg [31:0] data;
    reg spi_start_read;
    reg spi_start_write;
    reg spi_read_done;
    wire busy;
    spi_ram_controller spi (
                .clk(clk12MHz),
                .rstn(rstn),
                .spi_miso(spi_miso),
                .spi_select(spi_select),
                .spi_clk_out(spi_clk_out),
                .spi_mosi(spi_mosi),
                .addr_in(spi_addr),
                .data_in(spi_data_in),
                .start_read(spi_start_read),
                .start_write(spi_start_write),
                .data_out(spi_data_out),
                .busy(busy)
        );
    always @(posedge clk12MHz) begin
        if (!rstn) begin
            spi_addr <= 0;
            counter <= 0;
            spi_start_read <= 0;
            spi_start_write <= 0;
            spi_read_done <= 0;
            data <= 1;
        end else begin
            counter <= counter + 1;
            if (!button2) begin
                spi_start_read <= 0;
                spi_read_done <= 0;
                spi_addr[1:0] <= 0;
                if (!busy && counter[7:0] == 0 && spi_addr[1:0] == 0) begin
                    spi_start_write <= 1;
                    spi_addr <= spi_addr + 4;
                end else begin
                    spi_start_write <= 0;
                end
            end else begin
                spi_start_write <= 0;
                if ((button1 ? (counter[15:0] == 0) : (counter[22:0] == 0)) && !busy) begin
                    spi_start_read <= 1;
                    spi_read_done <= 0;
                    spi_addr <= spi_addr + (button3 ? 4 : 1);
                end else begin
                    spi_start_read <= 0;
                    if (!busy && !spi_read_done) begin
                        spi_read_done <= 1;
                        data <= spi_data_out;
                    end
                end
            end
        end
    end
    wire [7:0] leds_out;
    wire [3:0] lcol;
    assign { led8, led7, led6, led5, led4, led3, led2, led1 } = leds_out[7:0];
    assign { lcol4, lcol3, lcol2, lcol1 } = lcol[3:0];
    LedScan scan (
                .clk12MHz(clk12MHz),
                .leds1(data[31:24]),
                .leds2(data[23:16]),
                .leds3(data[15:8]),
                .leds4(data[7:0]),
                .leds(leds_out),
                .lcol(lcol)
        );
endmodule
--- flow/config.mk ---
export PLATFORM = sky130hd
export DESIGN_NAME = spi_demo_top
export DESIGN_NICKNAME = spi_demo_top
export VERILOG_FILES = /design/flow/design.v
export SDC_FILE = /design/flow/constraint.sdc
export NUM_CORES = 4
export LEC_CHECK = 1
export CORE_UTILIZATION = 30
--- flow/run.sh ---
#!/bin/bash
# OpenROAD 26Q1-2900-gdf79404cd8, Yosys 0.63+post, stock flow scripts
make -C /OpenROAD-flow-scripts/flow DESIGN_CONFIG=/design/flow/config.mk WORK_HOME=/design/flow/orfs finish
--- flow/constraint.sdc ---
current_design spi_demo_top

set clk_period 5.7
set clk_io_pct 0.2

create_clock -name clk0 -period $clk_period [get_ports {clk12MHz}]

set non_clock_inputs [all_inputs -no_clocks]
set_input_delay [expr $clk_period * $clk_io_pct] -clock clk0 $non_clock_inputs
set_output_delay [expr $clk_period * $clk_io_pct] -clock clk0 [all_outputs]
==> flow_metrics.py <==
# Flow results
metrics = {
    "drt": {
        "drt_wl_total_um": 13000,
        "wire_per_inst_um": 14.0,
        "viasPerCell": 4.81,
        "drtAntennaViolNets": 0,
        "diodes": 0,
        "drtPass1Iterations": 4,
        "drtIter0Drc": 341,
        "top_layer": "met4",
        "wl_met3_um": 759,
        "vias": 4485,
        "wl_met2_um": 5610,
        "drc": 0,
        "drt-met1-wl_um": 6550,
    },
    "hold_path": {
        "hold_depth": 1,
        "worstHoldPathType": "reg -> reg",
        "min_from": "scan.timer[0]$_DFF_P_",
    },
    "logic_synthesis": {
        "synth_chip_area_mm2": 0.00670,
        "synth_cells": 626,
        "synthFlopType": "dfxtp_1",
        "async_flop_share_pct": 0,
        "edf_count": 49,
        "synth_area_mm2": 0.00670,
        "ys_warn_count": 3,
        "syn_avg_cell_area_um2": 10.7,
        "ys_cells": 626,
        "synth_cell_types": 46,
        "yosysSeqAreaShare_pct": 53.9,
        "ys_seq_elements": 156,
    },
    "power": {
        "seqPwrFrac_pct": 45.0,
        "power_density_mw_per_mm2": 411,
        "sw_frac_of_total_pct": 29.1,
        "pwr-share-comb_pct": 20.4,
        "power_uw": 3190,
        "p_leak_uw": 0.00288,
        "p_switching_uw": 926,
        "power_frac_clock_pct": 34.6,
        "internal-power_uw": 2260,
        "peakVddDrop_mv": 0.187,
    },
    "clock_network": {
        "ctsResizeCount": 0,
        "root_buffer": "clkbuf_16",
        "htreeDepth": 4,
        "post-cts-setup-buffer-count": 0,
        "path_clk_slew_ps": 60,
        "cts.path.max_buffers": 2,
        "tritoncts": "built",
        "clock_latency_ps": 440,
        "ctsHoldBuffers": 0,
        "cts_buffers": 17,
    },
    "critical_path": {
        "cpMostUsedCell": "clkbuf_16",
        "required_ps": 4560,
        "slowest_stage": "clkdlybuf4s50_1",
        "crit_family": "buffers and inverters",
        "crit_start": "clk12MHz",
        "end_kind": "output port",
        "reg2reg_from": "spi.spi_miso_buf$_DFF_N_",
        "cp_slowest_stage_delay_ps": 440,
        "critical_path_class": "clk -> out",
        "critPathArrivalTime_ps": 3730,
        "worstPathCellList": "clkbuf_16 -> clkbuf_16 -> inv_1 -> clkdlybuf4s50_1",
        "crit_cells": 4,
        "cp-start-kind": "clock port",
        "worst_r2r_path_depth": 1,
        "cp_max_fo": 16,
        "cp_num_buf_inv": 4,
    },
    "place": {
        "place_congestion": 0.818,
        "dp_cells": 900,
        "place_area_mm2": 0.00716,
        "io_buffer_count": 20,
        "hpwl_um": 8440,
    },
    "final_timing": {
        "finClkSkew_ps": 23.2,
        "finalHoldViolCount": 0,
        "rsz0062_at_grt": "false",
        "setup_tns_ps": 0,
        "worst_pin_slew_ps": 848,
        "setup_viol": 0,
        "relSlewSlack_pct": 43.5,
        "maxSlewViolCount": 0,
    },
    "floorplanning": {
        "dieWidth_um": 151,
        "core_area_mm2": 0.0219,
        "rows": 54,
        "ioPinCount": 21,
        "fp-utilization_pct": 30.6,
        "dieArea_mm2": 0.0229,
        "die_h_um": 151,
    },
    "grt": {
        "grt-ovfl-total": 0,
        "first_global_vias": 4241,
        "track_usage_pct": 12.6,
        "grt_max_degree": 51,
        "antenna_found_initial": 0,
        "grt_pass1_wl_um": 22000,
    },
    "flow_run": {
        "max_cap_viol_count": 0,
        "tool_warnings": 33,
    },
    "final_layout": {
        "fin_area_mm2": 0.00774,
        "nFillCells": 2155,
        "finalNonFillerCells": 933,
        "syn_to_final_growth_pct": 15.6,
        "drive_above_1_share_pct": 12.4,
    },
    "status": {
        "outcome": "complete, no violations",
    },
}
through the flow:
stage / utilization (%) / setup slack (ps) / hold slack [ps]
after floorplan: - / 1610 / 383
after global placement: 32.7 / 1180 / 395
after detailed placement: 32.7 / 1190 / 403
after CTS: 35.4 / 803 / 419
after global routing: 35.4 / 785 / 451
final: 35.4 / 826 / 415
placed cells by master, fill, tap and decap left out, types with 3 or more instances in the layout:
master,n
o31ai_1,7
mux4_2,8
nand4_1,13
clkdlybuf4s50_1,20
mux2_2,29
inv_1,19
a31oi_1,3
xor2_1,10
nor4_1,6
nand3_1,19
or3_1,4
nor2_1,72
nand2_1,69
nand2b_1,10
or4_1,6
inv_6,3
o41ai_1,6
buf_4,5
clkinv_4,7
and4_1,5
a21o_1,3
dfxtp_1,107
mux2i_1,36
xnor2_1,21
edfxtp_1,49
o21ai_0,11
clkbuf_16,18
nor3_1,17
and2_1,3
ha_1,13
a21oi_1,20
or4b_1,3
a211oi_1,4
layer usage:
metal | vias up | GRT usage (%)
li1 | 2277 | -
met1 | 2125 | 20.1
met2 | 78 | 17.7
met3 | 5 | 3.84
met4 | 0 | 1.50
met5 | - | 0
power by group through the flow:
stage	Sequential, µW	Clock [µW]	Combinational [µW]
after global routing	1450	1180	733
final	1430	1100	649
after CTS	1440	1130	654
cell type report:
class	instances	area (µm²)	share of cell area, %
clock buffer	21	488	6.30
clock inverter	14	108	1.39
inverter	18	67.6	0.873
multi-input combinational	420	2890	37.3
sequential	156	3610	46.7
tap	280	350	4.52
timing repair buffer	24	228	2.94
state kept, by name, summed over array words and instances (netlist names), 2 cells and up:
| register | count |
|---|---|
| spi.addr | 16 |
| spi.fsm_state | 2 |
| data | 32 |
| spi.data | 32 |
| counter | 24 |
| scan.lcol | 4 |
| spi.bits_remaining | 5 |
| spi_addr | 16 |
| scan.timer | 12 |
| scan.leds | 8 |
logic make-up (layout without fill, tap and decap cells):
kind of cell               count (synthesis)  in the layout  share of synthesized area [%]
DFF                                      156            156                           53.9
buffers and inverters                     50             77                           3.12
adders and majority gates                 13             13                           2.43
muxes                                     73             73                           12.9
xor gates and xnor gates                  31             31                           4.05
AOI/OAI and AO/OA                         64             64                           6.11
and+or+nand+nor                          239            239                           17.4
cell usage after synthesis, drive strengths merged, types with 7 or more instances:
library cell    n  area [µm²]
a21oi          20         100
buf             9        55.1
clkbuf         22        82.6
dfxtp         107        2140
edfxtp         49        1470
ha             13         163
inv            19        71.3
mux2           29         327
mux2i          36         360
mux4            8         180
nand2          69         259
nand2b         10        62.6
nand3          19        95.1
nand4          13        81.3
nor2           72         270
nor3           17        85.1
nor4            8        62.6
o21ai          13        65.1
o31ai           7        52.6
xnor2          21         184
xor2           10        87.6
worst paths after layout:
kind | end | slack [ps]
max | spi_clk_out | 830
min | scan.timer[0]$_DFF_P_ | 410
max reg2reg | spi.data[0]$_DFFE_PP_ | 2030
min reg2reg | scan.timer[0]$_DFF_P_ | 410
Power is estimated from default activity; no workload was simulated.
